==> /design/flow/run.sh <==
#!/bin/bash
# OpenROAD 26Q1-2900-gdf79404cd8, Yosys 0.63+post, stock flow scripts
make -C /OpenROAD-flow-scripts/flow DESIGN_CONFIG=/design/flow/config.mk WORK_HOME=/design/flow/orfs finish
==> /design/flow/config.mk <==
export PLATFORM = sky130hd
export DESIGN_NAME = RAM
export DESIGN_NICKNAME = RAM
export VERILOG_FILES = /design/flow/design.v
export SDC_FILE = /design/flow/constraint.sdc
export NUM_CORES = 4
export LEC_CHECK = 1
export CORE_UTILIZATION = 30
==> /design/flow/constraint.sdc <==
current_design RAM

set clk_period 3.6
set clk_io_pct 0.2

create_clock -name clk0 -period $clk_period [get_ports {clk}]

set non_clock_inputs [all_inputs -no_clocks]
set_input_delay [expr $clk_period * $clk_io_pct] -clock clk0 $non_clock_inputs
set_output_delay [expr $clk_period * $clk_io_pct] -clock clk0 [all_outputs]
==> /design/flow/design.v <==
module RAM #(parameter ADD_WIDTH = 4 , DATA_WIDTH = 8)(
  input wire clk,
  input wire en,
  input wire [ADD_WIDTH-1:0]addr,
  input wire [DATA_WIDTH-1:0]d_in,
  output reg [DATA_WIDTH-1:0]d_out);
  reg [DATA_WIDTH-1:0]mem[2**ADD_WIDTH-1:0];
  always @(posedge clk) begin
    if(en)
      mem[addr] <= d_in;
    else
      d_out <= mem[addr];
    end
endmodule
==> run notes <==
Results of the implementation run.

The number of warnings reported in the stage logs is 25. The number of filler cells placed in the layout is around 1,500. The worst slack at placement came out at 0.840 ns. Counting instances, the worst hold path has a depth of 3. The yosys-reported design area after synthesis is 0.00515 mm². The area taken by sequential standard cells is reported as 0.00408 mm². The antenna violation net count after detailed routing came out at 0.

Post-CTS repair changed the size of 0 cells. The synthesized netlist handed to floorplanning was reported with a cell count of 231. The yosys stat cell total came out at 231. The final max-slew violation count recorded for this run is 0. The fraction of the mapped netlist area in simple logic gates is between 3 and 4%. The sum of routed wire length over all layers is 10,300 µm.

Internal power comes to 0.00295 W. In the synthesized netlist, the dominant kind of combinational cell is multiplexers. The power density normalized to cell area is 586 mW/mm². The root buffer cell chosen for the clock tree is clkbuf_16.

The count of synthesis-stage warnings from yosys came out at 1. The congestion estimate from routability-driven global placement came to 0.822. The detailed placement HPWL is approximately 6600 µm. The run finished with clean final reports. The number of global-route vias before repair came out at ~2,700. The worst endpoint required time is 3.72 ns.

The standard cell core area is 0.0166 mm². The most common logic cell in the final layout is edfxtp_1. The clock input transition at the sequential cells of the worst setup and hold paths came out at 0.06 ns. The deepest clock path buffer count is 2. Before placement the cells fill 30.9% of the core. The number of hold violations in the final report came out at 0. The total negative slack for setup checks is 0 ns. The area share of xor/xnor cells in the synthesized design is 0%.

For reference, full adder, half adder and majority cells occupy 0% of the area reported after synthesis. For this block, the initial DRC count from the detailed router was 286. The routed layout has 2,454 vias. Sorting the synthesized cells by area gives the leading types as edfxtp_1 (79%), mux4_2 (14%), a22oi_1 (2.3%). The sequential share of power is 48.7%. The flow measured a signed area growth from synthesis to layout of 22.4%.

The report lists the number of standard-cell rows as around 47. The portion of netlist area occupied by mux cells came out at 14.0%. The post-CTS hold buffer count recorded in the log is 0.

The share of synthesized area occupied by flip-flops and latches came out at 79.3%. The buffer_ports step reported a buffer count of 21. The maximum vdd drop is 0.379 mV. The worst setup path is of the in -> reg kind. The average size of a mapped cell is 22.3 µm². The global route total overflow is 0. In the finished design, the share of the clock period the worst path needs comes to 65.3%. The average wire per cell in the routed design is 20.2 µm.

The multi-input combinational cell area is about 0.0010 mm². Of all nets on the critical path, the largest fanout is 9. The number of clock buffers inserted by TritonCTS is 17. The first-pass GRT wire length is 15,700 µm. The floorplan step set the die height to 133 µm. The headroom to the max-slew limit came out at 48.9%. The switching power share of the total is between 20% and 30%. The final-report setup violation count came out at 0. The class of the most critical hold timing path is reg -> reg.

The number of setup buffers added after CTS is 0. The cell area after synthesis is 0.00515 mm². The layout summary lists the proportion of cells stronger than drive strength 1 as 28.5%. The analysis attributes to net switching a power of 0.000739 W. On the final layout, the worst clock skew is 0.00579 ns. For this run, the detailed router's first-pass iteration total came to 4. The flip-flop and latch count after synthesis is 136.

The shortest period the worst path allows came out at roughly 2.3 ns. The fraction of power consumed by combinational cells is 4.7%. The later pin in the worst-skew pair is clocked with a latency of 0.41 ns. The area share of the largest cell type after synthesis came out at 79.3%.

Ranking logic cells in the layout by count gives the top entries edfxtp_1 (136), mux4_2 (32), clkdlybuf4s50_1 (19), buf_4 (18), clkbuf_16 (17). The antenna diode instance count came out at 0. Summed over all cells, the static leakage comes to 2.01 nW.

The TritonCTS sink count came out at around 140. The total global routing track utilization is 13.2%. The compound-cell area share of the yosys netlist is 2.33%. The post-synthesis cell type with the largest combined area is edfxtp_1.

Dividing the detail-routed via count by the number of cells gives 4.80. The data arrival time of the worst path is 2.46 ns. The startpoint kind of the worst setup timing path is an input port.

The max-cap check violation count came out at 0. The initial antenna violation count is 0. The transition time at the pin with the least slew margin came out at ~0.76 ns. The worst-case reg-to-reg path depth is 3. The final core utilization came out at 37.9%.

The maximum level of the CTS H-tree came out at 4. The final timing report gives a worst setup slack of between 1 and 1.5 ns. The width of the die is between 100 and 150 µm.

Setup repair after global routing left no endpoint under its margin. The clock tree from TritonCTS is done. The post-route DRC violation count is 0. The chip occupies between 0.015 and 0.02 mm². The distinct cell type count of the synthesized netlist came out at 18. The maximum frequency from static timing analysis came out at 426 MHz. The clock network is responsible for 46.7% of the overall power. Pin placement for this block handled 22 I/O pins. Entering global routing, the biggest net connects 30 pins. The worst setup path is captured at a flop.
==> critical path, cell delays in order <==
cell	delay [ns]
clkdlybuf4s50_1	0.58
inv_1	0.26
or3_1	0.45
nor2_1	0.24
buf_4	0.22
==> cell usage after synthesis (all sizes together) <==
| library cell | n |
|---|---|
| or3 | 1 |
| nor2 | 13 |
| nor2b | 2 |
| nand2 | 9 |
| nand3 | 1 |
| edfxtp | 136 |
| nor3 | 4 |
| mux4 | 32 |
| and2 | 1 |
| clkbuf | 3 |
| nand3b | 2 |
| inv | 1 |
| a22oi | 16 |
| buf | 8 |
| nand2b | 2 |
==> stage by stage <==
stage	hold WS, ns	cell area (µm²)	power, W	cells
6_report	0.773	6300	0.00369	511
5_1_grt	0.817	6300	0.00380	511
4_1_cts	0.781	6300	0.00373	511
3_5_place_dp	0.749	5700	0.00200	479
3_3_place_gp	0.734	5700	0.00200	479
2_1_floorplan	0.710	5150	0.00191	231
==> routing by layer <==
layer  vias to the layer above  track usage, %  routed length, µm
met1                      1218            16.7               3920
met4                         0            1.47                 80
met3                         7            9.80               1460
li1                       1070               -                  -
met2                       159            19.6               4880
met5                         -               0                  0
==> worst paths after layout <==
kind	start	endpoint	slack (ns)
setup / recovery	en	mem[1][0]	1.25
hold / removal	mem[12][5]	d_out[5]	0.77
setup reg to reg	mem[3][7]	d_out[7]	2.02
hold reg to reg	mem[12][5]	d_out[5]	0.77
==> logic make-up after synthesis <==
family                 count (synthesis)
and+or+nand+nor                       35
DFF                                  136
buffers and inverters                 12
AOI/OAI and AO/OA                     16
muxes                                 32
==> layout make-up <==
class | instances | area share [%]
tap | 220 | 4.37
clock inverter | 15 | 2.84
sequential | 136 | 64.8
inverter | 1 | 0.0595
multi-input combinational | 83 | 15.9
clock buffer | 17 | 6.75
timing repair buffer | 39 | 5.32
==> flip-flops by register name, indices dropped and copies added, names as in the netlist <==
name / cells
mem: 128
d_out: 8
==> power by group through the flow <==
stage	Combinational, W	Clock [W]	Sequential (W)
after CTS	0.000177	0.00176	0.00180
after global routing	0.000188	0.00182	0.00180
final	0.000172	0.00172	0.00180
Power is estimated from default activity; no workload was simulated.
